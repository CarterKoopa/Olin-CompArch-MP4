## ./constraint.sdc

```tcl
current_design program_counter

set clk_period 1.0
set clk_io_pct 0.2

create_clock -name clk0 -period $clk_period [get_ports {clk}]

set non_clock_inputs [all_inputs -no_clocks]
set_input_delay [expr $clk_period * $clk_io_pct] -clock clk0 $non_clock_inputs
set_output_delay [expr $clk_period * $clk_io_pct] -clock clk0 [all_outputs]
```

## ./design.v

```verilog
module program_counter #( 
) (
    input clk,
    input logic increment_en,
    input logic[31:0] next_pc,
    output logic[31:0] current_pc
);
    always_ff @(posedge clk) begin
        if(increment_en) begin
            current_pc <= next_pc;
        end
    end
endmodule
```

## ./run.sh

```bash
#!/bin/bash
# OpenROAD 26Q1-2900-gdf79404cd8, Yosys 0.63+post, stock flow scripts
make -C /OpenROAD-flow-scripts/flow DESIGN_CONFIG=/design/flow/config.mk WORK_HOME=/design/flow/orfs finish
```

## ./config.mk

```make
export PLATFORM = sky130hd
export DESIGN_NAME = program_counter
export DESIGN_NICKNAME = program_counter
export VERILOG_FILES = /design/flow/design.v
export SDC_FILE = /design/flow/constraint.sdc
export NUM_CORES = 4
export LEC_CHECK = 1
export CORE_AREA = 10 10 95 95
export DIE_AREA = 0 0 105 105
```

==> flow_metrics.tcl <==
# yosys + openroad results
set metrics [dict create \
    hold_start "increment_en" \
    hold_violations 0 \
    finalNonFillerCells 203 \
    drt-vias-per-instance 2.823 \
    ys_types 1 \
    log.warning_count 27 \
    worstHoldPathCells 2 \
    fin_crit_sh 0.9805 \
    ff_type "edfxtp_1" \
    drtAntennaViolNets 0 \
    fp_util 0.1391 \
    startpoint "current_pc[26]" \
    place_inst 195 \
    syn_area_sq_um 960.9 \
    power_density_nw_per_um2 1800 \
    area_leaders "edfxtp_1 100%" \
    critPathMaxFanout 1 \
    status "complete, no violations" \
    chipHeight_um 105 \
    cp.required_ps 800 \
    synthArstFlopShare 0 \
    leakagePower_nw 0.6411 \
    layout-drive-gt1-share 0.4019 \
    avgSynthCellArea_sq_um 30.03 \
    top_register "current_pc" \
    hp-class "input port to flip-flop" \
    worst-path-buf-inv 1 \
    diodes 0 \
    grt_pass1_wl_um 4002 \
    cts_buffers 5 \
    mi_logic_area_sq_um 0 \
    slowest_delay_ps 380 \
    cpMaxStageDelayCell "edfxtp_1" \
    fmax_ghz 1.020 \
    startpoint_type "flip-flop" \
    grt_overflow_total 0 \
    drt_wl_total_um 2735 \
    slew_headroom 0.9285 \
    layout_min_cycle_time_ps 980.5 \
    ctsLongestPathBuffers 2 \
    top_layer "met4" \
    yosys_area_sq_um 960.9 \
    path_cells "buf_2" \
    fin_setup_tns_ps 0 \
    syn_to_final_growth_pct 78.78 \
    wire_per_inst_um 13.47 \
    top_area_frac 1.000 \
    worst_slew_pin_slew_ps 107.2 \
    globalplace.congestion 0.6732 \
    critPathCaptureType "output pin" \
    min_to "current_pc[0]" \
    grt_max_degree 20 \
    track_usage 0.04798 \
    met1Wirelength_um 1016 \
    comb_cells 0 \
    path_clk_slew_ps 70 \
    die_w_um 105 \
    slew_viol_final 0 \
    ys_seq_elements 32 \
    most_common_cell "edfxtp_1" \
    top_regs "current_pc (32)" \
    rsz0062_at_grt "true" \
    root_buffer "clkbuf_8" \
    coreArea_sq_um 6907 \
    htree_levels 2 \
    rows 30 \
    drc 0 \
    holdWs_ps 337.2 \
    drv_cap 0 \
    common_cells "32 x edfxtp_1" \
    ys_seq_frac 1.000 \
    grt_pass1_vias 643 \
    crit_family "flip-flops" \
    synth-edff-count 32 \
    dr_total_vias 573 \
    ys.warnings.count 1 \
    cts.sinks 32 \
    vdd_drop_max_mv 0.4968 \
    yosysTopAreaCell "edfxtp_1" \
    criticalPathCategory "flip-flop to output pin" \
    drtIter0Drc 12 \
    io_pins 66 \
    largest_reg_flops 32 \
    yosys-stat-cells 32 \
    chipArea_sq_um 11030 \
    wl_met2_um 1294 \
    arrival_ps 780 \
    antenna_found_initial 0 \
    dr.pass1.iters 2 \
    cts_tree "done" \
    setup_violations 0 \
    synthCells 32 \
    port_buffers 65 \
    wl_met3_um 394 \
]
## layer usage
metal  up-vias  global-route usage
met1       253             0.05153
met3         3             0.03478
met2        41             0.07651
met5         -                   0
li1        276                   -
met4         0            0.007843
## cell families (layout without fill, tap and decap cells)
| logic type | after synthesis | in the layout | synth area share |
|---|---|---|---|
| buf+inv | 0 | 75 | 0 |
| flops | 32 | 32 | 1.000 |
## power breakdown
| group | leakage (nW) | switching, mW | internal (mW) |
|---|---|---|---|
| Sequential | 0.313 | 0.0194 | 1.59 |
| Combinational | 0.274 | 0.0643 | 0.186 |
| Clock | 0.0541 | 0.493 | 0.737 |
| Total | 0.641 | 0.577 | 2.51 |
## through the flow
step | utilization | setup WS, ps | cell area (sq um) | total power, mW
3_5_place_dp | 0.2558 | 0.7565 | 1767 | 2.003
5_1_grt | 0.2487 | -31.06 | 1718 | 3.254
4_1_cts | 0.2487 | -2.668 | 1718 | 3.163
6_report | 0.2487 | 19.45 | 1718 | 3.092
3_3_place_gp | 0.2558 | -17.22 | 1767 | 1.999
2_1_floorplan | - | 501.3 | 960.9 | 1.622
## final cells by class
type / count / area (sq um)
clock buffers: 5 / 68.82
clock inverters: 3 / 42.54
fillers: 738 / 5189
flip-flops and latches: 32 / 960.9
well taps: 96 / 120.1
repair buffers: 67 / 525.5
## timing repair
action | in CTS | in global routing
resized | 97 | 0
setup buffers | 0 | 0
hold endpoints to repair | 0 | 0
pin swaps | 0 | 0
hold buffers | 0 | 0
setup endpoints to repair | 32 | 19
## worst max-delay path by stage
stage | end | slack, ps | cells past startpoint
after CTS | current_pc[26] | -3 | 1
after global routing | current_pc[29] | -30 | 1
final | current_pc[26] | 20 | 1
## placed cells by master (no fill, tap or decap), drive strengths merged
cell | synthesis | layout
clkinv | 0 | 1
edfxtp | 32 | 32
clkdlybuf4s50 | 0 | 32
bufinv | 0 | 1
buf | 0 | 35
clkbuf | 0 | 5
clkinvlp | 0 | 1
No activity file was given, so power comes from the tool's default toggle rates.
